==> flow/design.v <==
module Ram(
    Q, CLK, CEN, WEN, BWEN, A, D
);
parameter Bits = 128;
parameter Word_Depth = 64;
parameter Add_Width = 6;
parameter Wen_Width = 128;
output reg [Bits-1:0] Q;
input                 CLK;
input                 CEN;
input                 WEN;
input [Wen_Width-1:0] BWEN;
input [Add_Width-1:0] A;
input [Bits-1:0]      D;
wire cen  = ~CEN;
wire wen  = ~WEN;
wire [Wen_Width-1:0] bwen = ~BWEN;
reg [Bits-1:0] ram [0:Word_Depth-1];
always @(posedge CLK) begin
    if(cen && wen) begin
        ram[A] <= (D & bwen) | (ram[A] & ~bwen);
    end
    Q <= cen && !wen ? ram[A] : {4{$random}};
end
endmodule
==> flow/run.sh <==
#!/bin/bash
# OpenROAD 26Q1-2900-gdf79404cd8, Yosys 0.63+post, stock flow scripts
make -C /OpenROAD-flow-scripts/flow DESIGN_CONFIG=/design/flow/config.mk WORK_HOME=/design/flow/orfs finish
==> flow/config.mk <==
export PLATFORM = sky130hd
export DESIGN_NAME = Ram
export DESIGN_NICKNAME = Ram
export VERILOG_FILES = /design/flow/design.v
export SDC_FILE = /design/flow/constraint.sdc
export NUM_CORES = 4
export LEC_CHECK = 1
export CORE_UTILIZATION = 50
export SYNTH_MEMORY_MAX_BITS = 65536
==> flow/constraint.sdc <==
current_design Ram

set clk_period 105.2
set clk_io_pct 0.2

create_clock -name clk0 -period $clk_period [get_ports {CLK}]

set non_clock_inputs [all_inputs -no_clocks]
set_input_delay [expr $clk_period * $clk_io_pct] -clock clk0 $non_clock_inputs
set_output_delay [expr $clk_period * $clk_io_pct] -clock clk0 [all_outputs]
==> reports/qor.csv <==
stage;metric;value;unit
clock_network;cts.repair.resized;0;
die;dieWidth;805;um
die;io_pins;393;
power_and_ir_drop;power_density;19.1;nW/um2
timing;hold_violations;0;
die;num_rows;294;
setup_path;cp_top_family;buffers and inverters;
setup_path;worstPathMaxFanout;64;
setup_path;crit_top_cell;buf_4;
setup_path;path_class;primary input to flop;
power_and_ir_drop;irDropWorstVdd;0.0197;mV
detailed_routing;post_drt_wl_per_cell;35.4;um
setup_path;arrival;27470;ps
run_status;status;finished clean;
detailed_routing;dr.max_layer_used;met5;
timing;layout_setup_ws;78570;ps
yosys;post_synth.cell_area_avg;17.0;um2
timing;worstMarginPinSlew;1210;ps
clock_network;cts_hold_buf;0;
global_route;grt_remaining_overflow;0;
timing;rsz0062_at_grt;no;
timing;hold-worst-slack;744;ps
detailed_routing;wl_met3;196000;um
setup_path;required;106040;ps
yosys;yosysUniqueCellTypes;72;
global_route;grt_max_degree;146;
power_and_ir_drop;p_total;7.01;mW
placement;hpwlAfterDp;585000;um
detailed_routing;wl_met1;319000;um
clock_network;cts_buffer_depth;4;
power_and_ir_drop;p_leak;115;nW
die;dieArea;649000;um2
yosys;synthCells;18971;
setup_path;cpPeakStageDelay;690;ps
setup_path;start_kind;primary input;
timing;tns;0;ps
finish;final_layout_size_suffix_gt1_frac;0.165;
hold_path;hp-class;flop to flop;
detailed_routing;dr.pass1.iters;8;
placement;portBuffers;392;
setup_path;cp_num_buf_inv;8;
clock_network;htree_levels;6;
timing;min_period;26630;ps
yosys;yosys_warnings;3;
timing;slew-limit-headroom;0.188;
clock_network;postCtsSetupBuffers;0;
global_route;grt_first_pass_wirelength;1440000;um
die;fp_util;0.503;
flow_run;drv_cap;0;
die;die_h;805;um
clock_network;clock_sinks;8320;
setup_path;cp_slowest_cell;buf_4;
timing;period_used_share;0.253;
timing;slew_violations;0;
global_route;grt_usage;0.352;
global_route;antenna_found_initial;41;
global_route;grt_pass1_vias;194707;
clock_network;cts_buffers;832;
detailed_routing;wirelength;1030000;um
placement;gp_congestion;0.897;
yosys;seq_area_frac_synth;0.770;
flow_run;warning_count;71;
yosys;synthArstFlopShare;0;
clock_network;clk_pin_slew;60;ps
yosys;ys.flops;8320;
finish;lay_top_cells;edfxtp_1 (8,192), a22oi_1 (1,232), buf_4 (950), mux2i_1 (854), clkbuf_16 (848);
clock_network;root_buffer;clkbuf_16;
clock_network;clk_latency;1190;ps
clock_network;cts_tree;yes;
detailed_routing;postRouteAntennaNets;0;
yosys;edf_count;8192;
die;core;642000;um2
yosys;syn_area;323000;um2
detailed_routing;dr_total_vias;188882;
detailed_routing;dr_wl_met2;458000;um
finish;syn_to_final_growth;13.9;%
setup_path;path_cells;buf_16 -> buf_4 -> buf_4 -> buf_4 -> buf_4 -> buf_4 -> buf_4 -> or3b_2 -> a21oi_1 -> a2111oi_0 -> nand4_1 -> nor4b_2 -> a21oi_4 -> buf_4;
detailed_routing;vias_per_cell;6.51;
timing;finClkSkew;51.0;ps
detailed_routing;drt_first_iter_violations;14506;
yosys;ys_chip_area;323000;um2
timing;setup_viol;0;
finish;layout.cells.most_common;edfxtp_1;
placement;dpl_worst_slack;77620;ps
yosys;yosys_cells;18971;
timing;fmax;0.0376;GHz
yosys;ff_type;edfxtp_1;
detailed_routing;drc_errors;0;
setup_path;cp-end-kind;flop;
routing by layer:
| layer | up-vias | GRT usage |
|---|---|---|
| li1 | 79220 | - |
| met1 | 92826 | 0.439 |
| met2 | 14186 | 0.477 |
| met3 | 2569 | 0.285 |
| met4 | 81 | 0.134 |
| met5 | - | 0.0262 |
tightest hold or removal path: cells and delay by family, from the launching register on:
kind,cells,cell delay (ps)
AND-OR/OR-AND,1,90
flip-flops,1,320
AND/OR/NAND/NOR,3,320
through the flow:
step | util | cells | area, um2
2_1_floorplan | - | 18971 | 323000
3_3_place_gp | 0.532 | 27444 | 341000
3_5_place_dp | 0.532 | 27444 | 341000
4_1_cts | 0.572 | 28970 | 367000
5_1_grt | 0.572 | 28977 | 367000
6_report | 0.573 | 29029 | 367000
cells by family after synthesis:
| group | Yosys count | synth area share |
|---|---|---|
| buf+inv | 1493 | 0.0192 |
| flops | 8320 | 0.770 |
| mux | 1382 | 0.0491 |
| simple gates | 3267 | 0.0629 |
| compound gates | 4509 | 0.0987 |
Yosys cell counts, drive strengths merged (115+ instances only):
cell type,count,area [um2]
a221oi,234,2050
o211ai,168,1260
a2111oi,185,1620
a22oi,1232,9250
clkbuf,971,3640
mux2i,854,8550
nand3,455,2280
or3b,390,3420
nor2,443,1670
nor4,134,838
edfxtp,8192,246000
o21ai,347,1740
nand3b,423,3180
a211oi,115,863
mux2,407,4590
o2bb2ai,117,1020
buf,515,2520
nor3b,222,1670
nand2b,221,1380
a22o,302,2650
dfxtp,128,2560
mux4,121,2730
nand2,411,1550
a21oi,787,3940
a221o,115,1150
and3,223,1400
o22ai,668,4180
sequential cells by signal, indices dropped and copies added, names as in the netlist:
signal,cells
ram,8192
Q,128
report_power, final:
group          switching, mW  internal, mW
registers            0.00280          3.73
logic                  0.318         0.118
clock network           1.24          1.60
path summary, 6_finish.rpt:
check | startpoint | to | slack (ps) | depth (start not counted)
max | A[2] | ram[9][51] | 78570 | 14
min reg2reg | ram[26][35] | Q[35] | 740 | 4
max reg2reg | ram[16][77] | ram[58][77] | 101650 | 7
min | ram[26][35] | Q[35] | 740 | 4
cell type report:
cell class	instances	area [um2]
fill	47657	274000
sequential	8320	249000
multi-input combinational	9158	70400
clock buffer	1134	22700
timing repair buffer	1375	11700
tap	8584	10700
clock inverter	392	3240
antenna	59	148
inverter	7	46.3
